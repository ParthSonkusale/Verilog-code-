<file path="design/flow/config.mk">
export PLATFORM = sky130hd
export DESIGN_NAME = pid_wall_following
export DESIGN_NICKNAME = pid_wall_following
export VERILOG_FILES = /design/flow/design.v
export SDC_FILE = /design/flow/constraint.sdc
export NUM_CORES = 4
export LEC_CHECK = 1
export CORE_UTILIZATION = 30
</file>
<file path="design/flow/constraint.sdc">
current_design pid_wall_following

set clk_period 11.3
set clk_io_pct 0.2

create_clock -name clk0 -period $clk_period [get_ports {clk}]

set non_clock_inputs [all_inputs -no_clocks]
set_input_delay [expr $clk_period * $clk_io_pct] -clock clk0 $non_clock_inputs
set_output_delay [expr $clk_period * $clk_io_pct] -clock clk0 [all_outputs]
</file>
<file path="design/flow/design.v">
module pid_wall_following(
    input  wire        clk,
	 input wire rst,
    input  wire [15:0] dist_left,
    input  wire [15:0] dist_right,
	 input wire right_present,left_present,
	 input wire  busy,
    output wire en_a,
    output wire en_b
);
  assign pid_indicator = pid_enable;
  wire pid_enable;
  assign pid_enable = (busy)?0:1;
    reg [7:0] pwm_cnt = 8'd0;
    always @(posedge clk or negedge rst)begin
        if (!rst)
				pwm_cnt <= 0;
		  else
				pwm_cnt <= pwm_cnt + 1'b1;
	 end
    reg [7:0] BASE_DUTY_l = 8'd180;
    reg [7:0] BASE_DUTY_r = 8'd180;
    reg signed [7:0] KP = 8'sd60;
    reg signed [7:0] KI = 8'sd0;
    reg signed [7:0] KD = 8'sd100;
	 localparam TWICE_SETPOINT = 16'd18;
    reg[15:0] RIGHT_SETPOINT = 16'd9;
	 reg[15:0] LEFT_SETPOINT = 16'd7;
    reg signed [16:0] error;
    reg signed [16:0] prev_error;
    reg signed [17:0] derivative;
    reg signed [31:0] integral;
    reg signed [31:0] correction;
	 reg [31:0] cnt;
	 reg [31:0] cnt_1;
    always @(posedge clk or negedge rst) begin
	  if (!rst) begin
			error       <= 0;
			prev_error  <= 0;
			derivative  <= 0;
			integral    <= 0;
			correction  <= 0;
		end else begin
			  if (pid_enable) begin
					if (right_present && (dist_right < TWICE_SETPOINT)) begin
						error <= $signed(dist_right) - $signed(RIGHT_SETPOINT);
					end else if (left_present && (dist_left < TWICE_SETPOINT))begin
						error <= $signed(dist_left) - $signed(LEFT_SETPOINT);
					end
					if ((integral + error) > 32'sd200000)
						 integral <= 32'sd200000;
					else if ((integral + error) < -32'sd200000)
						 integral <= -32'sd200000;
					else
						 integral <= integral + error;
					derivative <= error - prev_error;
					prev_error <= error;
					correction <= (KP * error) +
									  (KI * integral) +
									  (KD * derivative);
			  end
			  else begin
					error       <= 0;
					prev_error  <= 0;
					derivative  <= 0;
					integral    <= 0;
					correction  <= 0;
			  end
		  end
    end
    reg signed [15:0] corr_limited;
always @(*) begin
    corr_limited = 0;
    if (correction > 32'sd5 || correction < -32'sd5) begin
        if (correction > 32'sd80)
            corr_limited = 16'sd80;
        else if (correction < -32'sd80)
            corr_limited = -16'sd80;
        else
            corr_limited = correction;
    end
end
    reg signed [9:0] duty_l_s;
    reg signed [9:0] duty_r_s;
always @(*) begin
    duty_l_s = BASE_DUTY_l;
    duty_r_s = BASE_DUTY_r;
	 if (!rst)begin
		cnt <=0;
		cnt_1 <=0;
	 end
	 else begin	
		 if (pid_enable) begin
				if (right_present && (dist_right < TWICE_SETPOINT))begin
					cnt <= cnt +1;
					if (cnt >= 25_000_000)begin
						if (corr_limited > 0)
								duty_r_s = BASE_DUTY_r - corr_limited;
						else if (corr_limited < 0)
								duty_l_s = BASE_DUTY_l + corr_limited;
					end
					else if (!right_present)begin
						cnt <=0;
					end
				end else if(left_present && (dist_left < TWICE_SETPOINT)) begin
						cnt_1 <= cnt_1 +1;
						 if (cnt_1 >= 25_000_000)begin
							  if (corr_limited > 0)
									duty_r_s = BASE_DUTY_r + corr_limited;
							  else if (corr_limited < 0)
									duty_l_s = BASE_DUTY_l - corr_limited;
						 end else if (!left_present)begin
							cnt_1 <=0;
						end			
				end
		 end
	end
end
    wire [7:0] duty_left = 
		  (duty_l_s < 0) ? 0:
        (duty_l_s > 255) ? 8'd255 :
                           duty_l_s[7:0];
    wire [7:0] duty_right =
	     (duty_r_s < 0) ? 0:
        (duty_r_s > 255) ? 8'd255 :
                           duty_r_s[7:0];
    assign en_a = (pid_enable)?(pwm_cnt < duty_right):(pwm_cnt < BASE_DUTY_l);
    assign en_b = (pid_enable)?(pwm_cnt < duty_left):(pwm_cnt < BASE_DUTY_r);
endmodule
</file>
<file path="design/flow/run.sh">
#!/bin/bash
# OpenROAD 26Q1-2900-gdf79404cd8, Yosys 0.63+post, stock flow scripts
make -C /OpenROAD-flow-scripts/flow DESIGN_CONFIG=/design/flow/config.mk WORK_HOME=/design/flow/orfs finish
</file>
==> Slide: Implementation Results <==
Physical Implementation Snapshot

Yosys
  • Number of enable flip-flop cells: 0
  • Synth flops: 149
  • XORs/XNORs by Area: 9.31%
  • Logic family by area: adder cells
  • AO/OA Area Share: 14.8%
  • YS chip area: 12300 um2
  • Synth unique cells: 83
  • Area leader, netlist: dfrtp_1
  • Post-synth mux share: less than 1%
  • And+or+nand+nor area frac: 19.4%
  • Commonest cells in the netlist: inv_1 (207), nor2_1 (179), ha_1 (159), dfrtp_1 (85), nand2_1 (75)
  • Total number of yosys warnings: 130
  • Top FF cell, synth: dfrtp_1
  • Synth area leaders: dfrtp_1 (17%), ha_1 (16%), dlxtn_1 (7.8%)
  • Yosys stat cell total: about 1.5k
  • Most frequent cell after synthesis: inv_1
  • Mapped Area: ~12000 um2
  • Max-area cell share: 17.3%
  • Asr flop ratio synth: 57.0%
  • Mean Syn Cell Area: roughly 8.4 um2
  • Post-Syn Instances: about 1.5k
  • Yosys adder share: about a quarter

Die
  • Die X: 205 um
  • Total I/O pin count: 39
  • Core utilization at floorplan: roughly 31%
  • FP Rows: 73
  • Chip area: approximately 42000 um2
  • Die Y: between 200 and 250 um
  • Core Region: 40100 um2

Global route
  • GR Util All Layers: 12.4%
  • GR Util met3: approximately 1.5%
  • Vias in the first global route: around 9.4k
  • Largest net degree at the start of global routing: 51
  • First-pass GRT wire length: ~43000 um
  • Most used routing layer: met2
  • GRT met2 Usage: 20.9%
  • Initial antenna violation count: 0
  • Met1 demand-to-capacity share in global routing: 17.8%
  • Grt ovf: 0

Worst setup path
  • CP peak stage delay: 0.53 ns
  • Setup CP Type: in2out
  • Endpoint class of the critical path: output port
  • WP data arrival: 6.24 ns
  • Crit-path max FO: 11
  • Worst-path cell chain: clkdlybuf4s50_1 -> o31ai_1 -> and4_1 -> nor3_1 -> o21ai_4 -> a21oi_1 -> nor2_1 -> a211o_1 -> ha_1 -> and4_1 -> a21oi_1 -> nand2_1 -> o21a_1 -> o31ai_1 -> clkdlybuf4s50_1
  • Critical path's slowest cell: clkdlybuf4s50_1
  • Startpoint type of the worst setup path: primary input
  • WP data required: about 9.0 ns

Routing
  • Drc violations: 0
  • Drt wl/cell: around 12 um
  • Antenna cells: 0
  • ANT nets after route: 0
  • DRT iter0 DRCs: 494
  • Drt pass-1 iters: 5
  • Avg Vias per Cell: 4.75
  • WL final: 24200 um
  • Total number of vias: roughly 9.7k

CTS
  • CTS Buffer Depth: 2
  • Post CTS Setup Buffer Count: 0
  • Clk slew on worst S/H paths: 0.06 ns
  • Htree depth: 3
  • CTS-repair resized insts: 0
  • CTS Root Cell: clkbuf_16
  • CTS tree: yes
  • Post-CTS Hold Fix Bufs: 0
  • Clk Latency, worst-skew pair: 0.35 ns
  • CTS buffer count: 9

Timing
  • Worst Skew: 0.00635 ns
  • Worst hold margin: 0.503 ns
  • Register pins left without a clock: 64
  • Fin. Hold Viols: 0
  • Relative slew slack: a little under half
  • Max-slew violations: 0
  • Final WS setup: 2.80 ns
  • Unrepaired setup endpoints after global routing: no
  • Endpoints left unconstrained: 64
  • Cycle use final: 75.2%
  • Final setup vio count: 0
  • Crit path time final: 8.50 ns
  • Fmax: 118 MHz
  • Least-Margin Pin Slew: 0.774 ns
  • Setup TNS: 0 ns

Status
  • Status: finished, final reports clean

Place
  • PortBufs: 38
  • Post-DP Area: approximately 13000 um2
  • Post-Place Worst Slack: 2.85 ns
  • Hpwl dp: 19500 um
  • GP Congestion: 0.865

Power
  • Leak Pwr: 6.49 nW
  • Peak VDD IR: about 0.070 mV
  • PwrDens: around 71 nW/um2

Hold path
  • Min-Delay Path Class: reg2reg

Run
  • Max Cap Viol: 0
  • Log Warnings: 35

Layout
  • Finished Cell Area: 13600 um2
  • Filler cells: 4014
  • Area grow syn2layout: 10.4%
  • Layout cells sized above 1: 3.71%
logic make-up (layout without fill, tap and decap cells):
kind of cell,count (synthesis),in the layout
flops,85,85
xor+xnor,131,131
latches,64,64
mux,7,7
simple gates,487,487
fa+ha+maj,206,206
buf+inv,227,268
compound gates,260,260
layout by cell type (no fill, tap or decap), drive strengths merged, types with 5 or more instances in the layout:
cell type,instances
xor2,62
nor3,48
buf,10
o21bai,10
a211oi,16
o22a,5
nand2b,18
o21a,20
ha,159
nor2b,20
nor4,16
or4,5
clkbuf,13
nand3,37
nand4,30
dfrtp,85
o211ai,8
xnor2,69
or3,18
nand2,75
a21o,33
o31ai,11
inv,207
or2,7
nor2,180
a21oi,61
and3,14
clkdlybuf4s50,36
o21ai,48
fa,47
dlxtn,64
a31oi,5
stage by stage:
stage / util (%) / total power [mW] / cells
after global placement: 33.3 / 0.703 / 2018
after CTS: 34.0 / 0.984 / 2033
after floorplan: - / 0.616 / 1467
after detailed placement: 33.3 / 0.700 / 2018
after global routing: 34.0 / 1.04 / 2033
final: 34.0 / 0.969 / 2033
path summary, 6_finish.rpt:
path,cells after the start,slack [ns],startpoint,end
min in group asynchronous,1,1.91,rst,derivative[16]
max in group asynchronous,2,8.31,rst,error[2]
worst max register to register,21,5.58,error[1],correction[25]
worst max-delay path,15,2.80,dist_right[2],en_a
worst min-delay path,1,0.50,pwm_cnt[0],pwm_cnt[0]
worst min register to register,1,0.50,pwm_cnt[0],pwm_cnt[0]
registers in the layout, summed over array words and instances (netlist names):
name / flops
derivative: 18
error: 17
pwm_cnt: 8
cnt: 32
cnt_1: 32
prev_error: 17
correction: 25
worst max-delay path: cells and delay by family:
| family | cells | cell delay, ns |
|---|---|---|
| buffers and inverters | 2 | 1.02 |
| AOI/OAI and AO/OA | 7 | 1.51 |
| adders and majority gates | 1 | 0.29 |
| and+or+nand+nor | 5 | 1.17 |
per-layer routing:
| layer | up-vias | part of all wire (%) |
|---|---|---|
| met5 | - | 0 |
| met3 | 15 | 2.6 |
| li1 | 5080 | - |
| met2 | 80 | 47 |
| met1 | 4476 | 50 |
| met4 | 0 | 1.1 |
power breakdown:
group / switching (mW) / internal [mW] / leakage, nW
clock network: 0.121 / 0.153 / 0.129
registers: 0.0188 / 0.333 / 1.64
logic: 0.196 / 0.148 / 4.72
area by class of cell:
type	instances	area [um2]	area share (%)
Clock buffer	13	250	1.84
Clock inverter	2	10.0	0.0735
Inverter	207	777	5.71
Multi-Input combinational cell	1091	8400	61.7
Sequential cell	149	3090	22.7
Tap cell	525	657	4.82
Timing Repair Buffer	46	433	3.18
Power figures rest on the tool's default switching activity, not on a simulated workload.
