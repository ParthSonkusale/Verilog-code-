## flow/design.v

```verilog
module encoders (
    input  wire        clk,
    input  wire        rst_n,
    input  wire        enc_a,
    input  wire        enc_b,
    input  wire [3:0]  move_ip,
    output reg  [11:0] enca_cnt,
	 output reg  [3:0]  move_op,
    output reg  [11:0] encb_cnt,
	 output reg busy_turn,
	 output reg busy,
	 output reg [3:0] x
);
initial begin
x =2;
end
    reg enc_a_d, enc_a_dd;
    reg enc_b_d, enc_b_dd;
    wire enc_a_pulse = enc_a_dd & ~enc_a_d;
    wire enc_b_pulse = enc_b_dd & ~enc_b_d;	
    always @(posedge clk) begin
        enc_a_dd <= enc_a_d;
        enc_a_d  <= enc_a;
        enc_b_dd <= enc_b_d;
        enc_b_d  <= enc_b;
    end
    reg [10:0] FORWARD_CNT = 11'd1140;
	 reg [10:0] REVERSE_CNT = 11'd450;
	 reg [10:0] REVERSE_LEFT_CNT = 11'd300;
	 reg [10:0] REVERSE_RIGHT_CNT = 11'd300;
    reg [9 :0] LEFT_CNT    = 11'd770;
	 reg [9 :0] RIGHT_CNT   = 11'd800;
	 reg [9 :0] U_CNT       = 11'd800;
	 reg [9 :0] FWD_T_CNT   = 11'd718;
always @(posedge clk or negedge rst_n) begin
    if (!rst_n) begin
        move_op  <= 4'b0000;
        enca_cnt <= 0;
        encb_cnt <= 0;
		  busy_turn <= 0;
        busy     <= 1'b0;
    end else begin
        if (!busy) begin
            move_op <= 4'b0000;
            enca_cnt <= 0;
            encb_cnt <= 0;
            if (move_ip != 4'b0000) begin
                move_op <= move_ip;    
                busy    <= 1'b1;
            end
        end
        else begin
		  x<=x;
            case (move_op)
                4'b0001: begin
                    if (enc_a_pulse) enca_cnt <= enca_cnt + 1;
                    if (enc_b_pulse) encb_cnt <= encb_cnt + 1;
                    if (enca_cnt >= FORWARD_CNT &&
                        encb_cnt >= FORWARD_CNT) begin
                        busy    <= 1'b0;
								busy_turn <= 0;
                        move_op <= 4'b0000;
                    end
                end
                4'b0010: begin
                   if (enc_a_pulse) enca_cnt <= enca_cnt + 1;
						 if (enc_b_pulse) encb_cnt <= encb_cnt + 1;
						     busy_turn <= 1;
							  if (enca_cnt >= LEFT_CNT || encb_cnt >= LEFT_CNT) begin
							      busy_turn <= 0;
									move_op <= 4'b0101;  
							  end
                end
                4'b0011: begin
                   if (enc_a_pulse) enca_cnt <= enca_cnt + 1;
						 if (enc_b_pulse) encb_cnt <= encb_cnt + 1;
                       busy_turn <= 1;
							  if (enca_cnt >= RIGHT_CNT || encb_cnt >= RIGHT_CNT) begin
									busy_turn <= 0;
									move_op <= 4'b0101;   
							  end
                end
                4'b0100: begin
                   if (enc_a_pulse) enca_cnt <= enca_cnt + 1;
						 if (enc_b_pulse) encb_cnt <= encb_cnt + 1;
						 	  busy_turn <= 1;
							  if (enca_cnt >= U_CNT && encb_cnt >= U_CNT) begin
									enca_cnt <= 0;
									encb_cnt <= 0;
									busy_turn <= 0;
									x <= x+1;
									move_op <= 4'b0101;   
							  end     
					 end
					 4'b1000:begin  
						 if (enc_a_pulse) enca_cnt <= enca_cnt + 1;
						 if (enc_b_pulse) encb_cnt <= encb_cnt + 1;
						 		busy_turn <= 1;
							  if (enca_cnt >= REVERSE_LEFT_CNT || encb_cnt >= REVERSE_LEFT_CNT) begin
							      busy_turn <= 0;
									move_op <= 4'b0001;  
							  end
					 end
					 4'b0110:begin  
						 if (enc_a_pulse) enca_cnt <= enca_cnt + 1;
						 if (enc_b_pulse) encb_cnt <= encb_cnt + 1;
						 		busy_turn <= 1;
							  if (enca_cnt >= REVERSE_RIGHT_CNT || encb_cnt >= REVERSE_RIGHT_CNT) begin
							      busy_turn <= 0;
									move_op <= 4'b0001;  
							  end
					 end
					 4'b1001:begin  
						 if (enc_a_pulse) enca_cnt <= enca_cnt + 1;
						 if (enc_b_pulse) encb_cnt <= encb_cnt + 1;
						 		busy_turn <= 1;
							  if (enca_cnt >= REVERSE_RIGHT_CNT || encb_cnt >= REVERSE_RIGHT_CNT) begin
							      busy_turn <= 0;
									busy    <= 1'b0;
									move_op <= 4'b0000;  
							  end
					 end
                4'b0101: begin
                    if (enc_a_pulse) enca_cnt <= enca_cnt + 1;
                    if (enc_b_pulse) encb_cnt <= encb_cnt + 1;
                        busy_turn <= 0;
                    if (enca_cnt >= FWD_T_CNT &&
                        encb_cnt >= FWD_T_CNT) begin
                        busy    <= 1'b0;
								busy_turn <= 0;
                        move_op <= 4'b0000;
                    end
                end
					 4'b0111: begin
                    if (enc_a_pulse) enca_cnt <= enca_cnt + 1;
                    if (enc_b_pulse) encb_cnt <= encb_cnt + 1;
						 	busy_turn <= 1;
                    if (enca_cnt >= REVERSE_CNT &&
                        encb_cnt >= REVERSE_CNT) begin
                        busy    <= 1'b0;
								busy_turn <= 0;
                        move_op <= 4'b0000;
                    end
                end
                default: begin
                    busy    <= 1'b0;
                    move_op <= 4'b0000;
                end
            endcase
        end
    end
end
endmodule
```

## flow/run.sh

```bash
#!/bin/bash
# OpenROAD 26Q1-2900-gdf79404cd8, Yosys 0.63+post, stock flow scripts
make -C /OpenROAD-flow-scripts/flow DESIGN_CONFIG=/design/flow/config.mk WORK_HOME=/design/flow/orfs finish
```

## flow/config.mk

```make
export PLATFORM = sky130hd
export DESIGN_NAME = encoders
export DESIGN_NICKNAME = encoders
export VERILOG_FILES = /design/flow/design.v
export SDC_FILE = /design/flow/constraint.sdc
export NUM_CORES = 4
export LEC_CHECK = 1
export CORE_UTILIZATION = 30
```

## flow/constraint.sdc

```tcl
current_design encoders

set clk_period 4.7
set clk_io_pct 0.2

create_clock -name clk0 -period $clk_period [get_ports {clk}]

set non_clock_inputs [all_inputs -no_clocks]
set_input_delay [expr $clk_period * $clk_io_pct] -clock clk0 $non_clock_inputs
set_output_delay [expr $clk_period * $clk_io_pct] -clock clk0 [all_outputs]
```

==> flow_summary.json <==
{
  "pwr-share-clk_pct": 18.9,
  "post_cts_resized": 0,
  "ys.flops": 38,
  "clk_pin_slew_ns": 0.08,
  "final_area_um2": 3000,
  "skew_ns": 0.00789,
  "htreeDepth": 2,
  "hold_path_class": "register to register",
  "p_seq_share_pct": 38.8,
  "yosys_warnings": 1,
  "openroad.warnings": 29,
  "first_pass_iters": 4,
  "synthesis.area_um2": 2460,
  "syn_inst": 291,
  "crit_chain": "or3_1 > a222oi_1 > nor2_1 > nor2_1 > a211o_1 > o311ai_1",
  "worstPathMaxFanout": 16,
  "placed_cell_area_um2": 2910,
  "vdd_ir_drop_max_uv": 184,
  "logic_area_um2": 1350,
  "holdPathStages": 0,
  "dieArea_um2": 8570,
  "portBuffers": 41,
  "yosysMostFrequentCell": "nor2_1",
  "fp.dieH_um": 92.6,
  "clockBufferDepth": 2,
  "fillers": 814,
  "cts_hold_buf": 0,
  "wl_per_cell_um": 14.3,
  "synth_cell_types": 56,
  "drv_slew": 0,
  "flop_area_um2": 951,
  "critPathArrivalTime_ns": 2.75,
  "critPathCaptureType": "register",
  "top_area_cell": "dfrtp_1",
  "antenna_found_initial": 0,
  "grt_usage_pct": 15.2,
  "die-width_um": 92.6,
  "status": "finished, final reports clean",
  "setup_tns_ns": 0,
  "io-pin-count": 42,
  "power_leakage_nw": 1.11,
  "grt_pass1_vias": 2089,
  "wl_um": 6060,
  "drc": 0,
  "tightest_slew_ns": 0.775,
  "dp_cells": 417,
  "worstHoldStart": "enc_b_d",
  "cts_tree": "built",
  "antenna_cells": 0,
  "via_per_inst": 5.19,
  "edf_count": 4,
  "cts_root_buf": "clkbuf_8",
  "dr_total_vias": 2205,
  "gp_congestion": 0.848,
  "final_cell_count_no_fill": 425,
  "grt_pass1_wl_um": 10300,
  "holdPathEnd": "enc_b_dd",
  "yosys.area.top_type_share_pct": 30.5,
  "switchingPower_mw": 0.504,
  "areaGrowthSynthToFinish_pct": 21.7,
  "synthTopCellsByCount": "nor2_1, dfrtp_1, nand2_1",
  "regToRegStartpoint": "move_op[1]",
  "min_period_ns": 2.59,
  "syn_area_per_cell_um2": 8.46,
  "period_used_pct": 55.2,
  "cts_made_buffers": 5,
  "start_kind": "register",
  "p_int_mw": 0.724,
  "setup_viol": 0,
  "pwr-share-comb_pct": 42.2,
  "overflow": 0,
  "p_sw_share_pct": 41.0,
  "clock-sinks": 38,
  "dr.first_iter.drc_count": 109,
  "grt_start_max_net_pins": 32,
  "ys_cells": 291,
  "worstPathRequired_ns": 4.86,
  "clock_latency_ns": 0.29,
  "ys_seq_share_pct": 38.6,
  "cts_setup_buffers": 0,
  "drive_gt1_share_pct": 6.19,
  "postLayoutCoreUtil_pct": 38.2,
  "cpMostUsedCell": "nor2_1",
  "floorplan.core_util_pct": 31.4,
  "yosysChipArea_um2": 2460,
  "ff_type": "dfrtp_1",
  "r2r_cells": 6,
  "ys_top_cells_by_area": "dfrtp_1, nor2_1, edfxtp_1",
  "max_freq_ghz": 0.386,
  "r2r_slack_ns": 2.11,
  "hpwl_um": 4350,
  "synth-async-reset-ratio_pct": 78.9,
  "design.core.area_um2": 7850,
  "crit_type": "register to register",
  "rsz0062_at_grt": "no",
  "cp_slowest_cell": "nor2_1",
  "row_count": 32,
  "drtAntennaViolNets": 0,
  "finalHoldViolCount": 0,
  "maxCapViolCount": 0,
  "power.density_nw_per_um2": 410,
  "slew_headroom_pct": 48.1,
  "r2r-end": "encb_cnt[8]",
  "cpPeakStageDelay_ns": 0.65
}
## power groups by stage
stage	sequential [mW]	clock [mW]	combinational, mW
CTS	0.478	0.239	0.523
global route	0.492	0.254	0.587
finish	0.477	0.233	0.519
## critical path: cells and delay by family (launching register included)
| family | cells | cell delay [ns] |
|---|---|---|
| and+or+nand+nor | 3 | 1.30 |
| AOI/OAI and AO/OA | 3 | 0.61 |
| DFF | 1 | 0.54 |
## cell type report
type	count	share of cell area [%]
sequential	38	31.7
timing repair buffer	42	13.9
clock inverter	1	0.167
tap	102	4.26
multi-input combinational	219	45.0
clock buffer	7	2.88
inverter	16	2.00
## cells in the final DEF, fill, tap and decap left out, types with 3 or more instances in the layout
cell type,instances
nor2b_1,7
nor3b_1,3
nand4_1,8
nand2_1,25
dfrtp_1,30
dfxtp_1,4
nor2_1,34
a31oi_1,4
ha_1,5
nand3_1,15
a21oi_1,14
xnor2_1,8
nor4_2,3
inv_1,16
or3_1,6
a311oi_1,4
and3_1,4
clkdlybuf4s50_1,41
o21ai_0,14
edfxtp_1,4
nor3_1,14
and2_1,3
clkbuf_8,6
nand2b_1,5
o22ai_1,3
o31ai_1,3
## how the worst max path moves through the flow
stage | startpoint | to | cells past startpoint | slack, ns
after global routing | move_op[1] | encb_cnt[8] | 6 | 1.91
after CTS | move_op[1] | encb_cnt[8] | 6 | 2.16
final | move_op[1] | encb_cnt[8] | 6 | 2.11
## cells by family (layout without fill, tap and decap cells)
family	after synthesis	count (layout)	synth area share [%]
simple gates	139	139	29.6
xor+xnor	10	10	3.56
compound gates	64	64	18.6
flops	38	38	38.6
mux	1	1	0.407
fa+ha+maj	5	5	2.54
buf+inv	34	66	6.61
## flip-flops by register name (all words and copies together), names as in the netlist
signal and count:
encb_cnt 12, enc_a_dd 1, busy 1, enc_b_d 1, enc_a_d 1, move_op 4
busy_turn 1, x 4, enca_cnt 12, enc_b_dd 1
## per-stage QoR
stage	power, mW	hold WS, ns	worst slack (ns)
finish	1.23	0.358	2.11
global route	1.33	0.365	1.91
CTS	1.24	0.359	2.16
detailed placement	1.00	0.346	2.01
floorplan	0.820	0.331	2.84
global placement	1.00	0.340	2.05
## layer usage
layer	GRT usage, %	wire length (um)
met1	23.5	2900
met2	23.8	2780
met4	1.69	75
met3	2.51	307
met5	0	0
Power figures rest on the tool's default switching activity, not on a simulated workload.
